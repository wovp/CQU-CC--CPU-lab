<file path="flow/constraint.sdc">
current_design display

set clk_period 5.2
set clk_io_pct 0.2

create_clock -name clk0 -period $clk_period [get_ports {clk}]

set non_clock_inputs [all_inputs -no_clocks]
set_input_delay [expr $clk_period * $clk_io_pct] -clock clk0 $non_clock_inputs
set_output_delay [expr $clk_period * $clk_io_pct] -clock clk0 [all_outputs]
</file>
<file path="flow/run.sh">
#!/bin/bash
# OpenROAD 26Q1-2900-gdf79404cd8, Yosys 0.63+post, stock flow scripts
make -C /OpenROAD-flow-scripts/flow DESIGN_CONFIG=/design/flow/config.mk WORK_HOME=/design/flow/orfs finish
</file>
<file path="flow/config.mk">
export PLATFORM = sky130hd
export DESIGN_NAME = display
export DESIGN_NICKNAME = display
export VERILOG_FILES = /design/flow/design.v
export SDC_FILE = /design/flow/constraint.sdc
export NUM_CORES = 4
export LEC_CHECK = 1
export CORE_UTILIZATION = 30
</file>
<file path="flow/design.v">
`timescale 1ns / 1ps
module display(
    input wire clk,reset,
    input wire [31:0]s,
    output wire [6:0]seg,
    output reg [7:0]ans
    );
    reg [20:0]count;
    reg [3:0]digit; 
    always@(posedge clk,posedge reset)
    if(reset)  
        count = 0;
    else 
        count = count + 1;
    always @(posedge clk)
    case(count[20:18])
        0:begin
            ans = 8'b11111110;
            digit = s[3:0];
        end
        1:begin
            ans = 8'b11111101;
            digit = s[7:4];
        end
        2:begin
            ans = 8'b11111011;
            digit =s[11:8];
        end
        3:begin
            ans = 8'b11110111;
            digit = s[15:12];
        end
         4:begin
             ans = 8'b11101111;
             digit = s[19:16];
         end
         5:begin
             ans = 8'b11011111;
             digit = s[23:20];
         end
         6:begin
             ans = 8'b10111111;
             digit =s[27:24];
         end
         7:begin
             ans = 8'b01111111;
             digit = s[31:28];
         end
    endcase
    seg7 U4(.din(digit),.dout(seg));
endmodule
`timescale 1ns / 1ps
module seg7(
    input wire [3:0]din,
    output reg [6:0]dout
    );
    always@(*)
    case(din)
        5'h0:dout = 7'b000_0001;
        5'h1:dout = 7'b100_1111;
        5'h2:dout = 7'b001_0010;
        5'h3:dout = 7'b000_0110;
        5'h4:dout = 7'b100_1100;
        5'h5:dout = 7'b010_0100;
        5'h6:dout = 7'b010_0000;
        5'h7:dout = 7'b000_1111;
        5'h8:dout = 7'b000_0000;
        5'h9:dout = 7'b000_0100;
        5'ha:dout = 7'b000_1000;
        5'hb:dout = 7'b110_0000;
        5'hc:dout = 7'b011_0001;
        5'hd:dout = 7'b100_0010;
        5'he:dout = 7'b011_0000;
        5'hf:dout = 7'b011_1000;
        default:dout = 7'b111_1111;        
    endcase
endmodule
</file>
==> flow.log <==
[report] implementation figures
INFO  metric via_count_of_the_first_global_routing_pass = 1309
INFO  metric die_area = 6439 um^2
INFO  metric grt_setup_unrepaired = no
INFO  metric postCtsSetupBuffers = 0
INFO  metric cp_depth = 8
INFO  metric slew_viol_final = 0
INFO  metric maxClockFrequency = 345.9 MHz
INFO  metric ys_dominant_reg_cell = sky130_fd_sc_hd__dfrtp_1
INFO  metric gpl.final_weighted_congestion = 0.7559
INFO  metric reg2reg_setup_slack = 2.53 ns
INFO  metric period_used_share = 55.60%
INFO  metric routed_via_density = 4.612
INFO  metric tightestPinTransition = 0.7981 ns
INFO  metric clk_latency = 0.29 ns
INFO  metric cts_resized = 0
INFO  metric route.detailed.drc = 0
INFO  metric worst_path_max_delay_cell = sky130_fd_sc_hd__a211oi_1
INFO  metric worstPathCellList = clkdlybuf4s50_1 -> mux2i_1 -> o21ai_1 -> a211oi_1 -> inv_1 -> ha_1 -> and3_2 -> a221o_1
INFO  metric fin_setup_tns = 0 ns
INFO  metric worstHoldPathType = register to register
INFO  metric netlist.top_cell.by_area = sky130_fd_sc_hd__dfrtp_1
INFO  metric post-layout-total-power = 533.8 uW
INFO  metric critical-path-max-stage-delay = 0.54 ns
INFO  metric status = complete, no violations
INFO  metric synth_unique_cells = 41
INFO  metric power.density_cell_area = 219.1 nW/um^2
INFO  metric most_common_cell = sky130_fd_sc_hd__dfrtp_1
INFO  metric regToRegStartpoint = count[18]$_DFF_PP0_
INFO  metric post-dp-hpwl = 2.575 mm
INFO  metric grt_antenna_before_repair = 0
INFO  metric syn_inst = 175
INFO  metric clock_buffers_created_by_tritoncts = 5
INFO  metric placed_cells = 291
INFO  metric post_synth_instance_area = 1837 um^2
INFO  metric drtPass1Iterations = 3
INFO  metric hold_critical_path_endpoint = count[5]$_DFF_PP0_
INFO  metric ys_warn_count = 2
INFO  metric yosys-top-cells-count = sky130_fd_sc_hd__dfrtp_1, sky130_fd_sc_hd__xnor2_1, sky130_fd_sc_hd__dfxtp_1, sky130_fd_sc_hd__nand3_1, sky130_fd_sc_hd__nand2_1
INFO  metric placement_rows = 28
INFO  metric seq_area = 825.8 um^2
INFO  metric cts_tree = yes
INFO  metric postLayoutSetupSlackWorst = 2.309 ns
INFO  metric fp.dieW = 80.25 um
INFO  metric final.setup_skew = 0.01057 ns
INFO  metric dp_worst_setup_slack = 1.991 ns
INFO  metric hold_viol_final = 0
INFO  metric worst_setup_path_end_kind = register
INFO  metric drive_above_1_share = 9.375%
INFO  metric synth_chip_area = 1837 um^2
INFO  metric synthToLayoutAreaGrowth = 32.63%
INFO  metric cts_hold_buffers = 0
INFO  metric cts-htree-levels = 2
INFO  metric detail_route.iter0.violations = 27
INFO  metric layout.area.comb = 920.9 um^2
INFO  metric design.portCount = 49
INFO  metric synth_top_area_share = 28.61%
INFO  metric grt_remaining_overflow = 0
INFO  metric postRouteAntennaNets = 0
INFO  metric cts-root-to-sink-buffers = 2
INFO  metric crit_arrival = 3.07 ns
INFO  metric timing.critical_path.max_delay_family = AND-OR/OR-AND gates
INFO  metric fp-utilization = 31.02%
INFO  metric yosys-stat-cells = 175
INFO  metric final_cell_area = 2436 um^2
INFO  metric critical_path_class = input pin to register
INFO  metric detail_route.wl_per_cell = 11.88 um
INFO  metric hold_path.startpoint = count[5]$_DFF_PP0_
INFO  metric drv.max_cap_violation_count = 0
INFO  metric timing.rr.end = seg[6]$_DFF_P_
INFO  metric fin_crit = 2.891 ns
INFO  metric synth_flop_count = 36
INFO  metric critical_path.n_buffers_inverters = 2
INFO  metric async_flop_share = 58.33%
INFO  metric syn-mean-instance-area = 10.50 um^2
INFO  metric gr-usage-all-layers = 12.15%
INFO  metric synth-edff-count = 0
INFO  metric timing.critical_path.required = 5.37 ns
INFO  metric fp.coreArea = 5921 um^2
INFO  metric worst_setup_path_start_kind = input pin
INFO  metric critical_path_peak_fanout = 5
INFO  metric cts_root_buffer = sky130_fd_sc_hd__clkbuf_8
INFO  metric yosys.stat.seqShare = 44.96%
INFO  metric setup_viol_count_final = 0
INFO  metric hold_depth = 1
INFO  metric clk_pin_slew_worst_paths = 0.07 ns
INFO  metric log.warning_count = 29
INFO  metric detailroute.via_count = 1379
INFO  metric aggregate_routed_wire_length = 3.551 mm
INFO  metric antenna-diode-count = 0
INFO  metric worst-r2r-cell-count = 8
INFO  metric die-height = 80.25 um
INFO  metric fill_cells = 585
INFO  metric top_area_cells_in_the_synthesized_netlist = sky130_fd_sc_hd__dfrtp_1, sky130_fd_sc_hd__dfxtp_1, sky130_fd_sc_hd__xnor2_1, sky130_fd_sc_hd__mux2i_1, sky130_fd_sc_hd__ha_1
INFO  metric max-slew-margin-rel = 46.73%
INFO  metric cts_num_sinks = 36
INFO  metric placed_area = 2355 um^2
INFO  metric irDropWorstVdd = 115.5 uV
INFO  metric largest_net_degree_at_the_start_of_global_routing = 28
INFO  metric layout.cells.non_filler = 299
INFO  metric port_buffers = 48
INFO  metric leakagePower = 0.0009887 uW
INFO  metric grt_first_pass_wirelength = 5.940 mm
==> cells in the final DEF, fill, tap and decap left out, types with 3 or more instances in the layout <==
cell type,instances
sky130_fd_sc_hd__and3_1,3
sky130_fd_sc_hd__clkbuf_8,5
sky130_fd_sc_hd__nor2_1,10
sky130_fd_sc_hd__dfxtp_1,15
sky130_fd_sc_hd__inv_1,7
sky130_fd_sc_hd__o22ai_1,4
sky130_fd_sc_hd__nand3b_1,4
sky130_fd_sc_hd__o21ai_0,3
sky130_fd_sc_hd__dfrtp_1,21
sky130_fd_sc_hd__mux2_2,3
sky130_fd_sc_hd__ha_1,7
sky130_fd_sc_hd__xor2_1,4
sky130_fd_sc_hd__a21oi_1,3
sky130_fd_sc_hd__nand2_1,12
sky130_fd_sc_hd__a211oi_1,3
sky130_fd_sc_hd__nand4_1,5
sky130_fd_sc_hd__mux2i_1,11
sky130_fd_sc_hd__clkdlybuf4s50_1,48
sky130_fd_sc_hd__xnor2_1,16
sky130_fd_sc_hd__nand3_1,13
==> final cells by class <==
cell class              count  area share, %
multi-input cells         124          37.80
flip-flops and latches     36          33.90
repair buffers             49          20.03
well taps                  75          3.852
clock buffers               7          3.133
inverters                   7          1.079
clock inverters             1         0.2054
==> through the flow <==
step	hold slack (ns)	util, %
after floorplan	0.4375	-
after global placement	0.4565	39.77
after detailed placement	0.4600	39.77
after CTS	0.4728	41.15
after global routing	0.4950	41.15
final	0.4668	41.15
==> registers in the layout, indices dropped and copies added (netlist names) <==
signal,cells
ans,8
seg,7
count,21
==> worst reg2reg max path: stages (launching register included) <==
cell and delay, ns:
sky130_fd_sc_hd__dfrtp_1 0.85, sky130_fd_sc_hd__nor2_1 0.23, sky130_fd_sc_hd__nand2_1 0.13, sky130_fd_sc_hd__a21oi_1 0.09, sky130_fd_sc_hd__a211oi_1 0.46, sky130_fd_sc_hd__inv_1 0.13, sky130_fd_sc_hd__ha_1 0.24, sky130_fd_sc_hd__and3_2 0.18
sky130_fd_sc_hd__a221o_1 0.24
==> power by group <==
part           switching, uW  internal, uW
Sequential              1.10           283
Clock                   95.3          94.0
Combinational           19.6          40.7
Total                    116           418
==> routing by layer <==
| metal | up-vias | GRT usage [%] | wire length, um |
|---|---|---|---|
| met5 | - | 0 | 0 |
| met4 | 0 | 1.429 | 50 |
| met3 | 5 | 3.460 | 275 |
| met2 | 35 | 18.63 | 1495 |
| met1 | 635 | 17.99 | 1729 |
| li1 | 704 | - | - |
==> worst max path at each step <==
stage | start | endpoint | slack (ns)
after global routing | s[21] | seg[6]$_DFF_P_ | 2.07
final | s[25] | seg[6]$_DFF_P_ | 2.31
after CTS | s[21] | seg[6]$_DFF_P_ | 2.30
==> cells by family (layout without fill, tap and decap cells) <==
| logic type | after synthesis | in the layout | synth area share (%) |
|---|---|---|---|
| AOI/OAI and AO/OA | 23 | 23 | 10.08 |
| adders and majority gates | 7 | 7 | 4.768 |
| and+or+nand+nor | 59 | 59 | 17.10 |
| xor gates and xnor gates | 20 | 20 | 9.536 |
| muxes | 15 | 15 | 8.651 |
| DFF | 36 | 36 | 44.96 |
| buffers and inverters | 15 | 64 | 4.904 |
Power and IR drop assume default switching activity.
